File: /design/flow/constraint.sdc
current_design wr_full

set clk_period 2.1
set clk_io_pct 0.2

create_clock -name clk0 -period $clk_period [get_ports {wr_clk}]

set non_clock_inputs [all_inputs -no_clocks]
set_input_delay [expr $clk_period * $clk_io_pct] -clock clk0 $non_clock_inputs
set_output_delay [expr $clk_period * $clk_io_pct] -clock clk0 [all_outputs]
File: /design/flow/design.v
module wr_full#(
	parameter ADDR_WIDTH = 8)(
	input 	 					wr_clk,
	input 						wr_rstn,
	input 						wr_en,
	input 	[ADDR_WIDTH:0]		syn_rd_ptr,
	output  [ADDR_WIDTH:0]		wr_ptr,
	output	[ADDR_WIDTH-1:0] 	wr_addr,
	output 	reg					wr_full);
	reg		[ADDR_WIDTH:0]		wr_tpr_gray;
	wire 	[ADDR_WIDTH:0]		wr_tpr_gray_next;
	reg 	[ADDR_WIDTH:0]		wr_ptr_bin;
	wire 	[ADDR_WIDTH:0]		wr_ptr_bin_next;
	always @(posedge wr_clk or negedge wr_rstn) begin
		if (wr_rstn == 1'b0) 	{wr_ptr_bin,wr_tpr_gray} <= 16'b0;
		else 					{wr_ptr_bin,wr_tpr_gray} <= {wr_ptr_bin_next,wr_tpr_gray_next};
	end
	assign wr_ptr = wr_tpr_gray;
	assign wr_addr = wr_ptr_bin[ADDR_WIDTH-1:0];
	assign wr_ptr_bin_next = wr_ptr_bin + (wr_en & ~ wr_full);
	assign wr_tpr_gray_next = (wr_ptr_bin_next >> 1) ^ wr_ptr_bin_next;
	wire 						wr_full_reg;
	assign wr_full_reg = ({~syn_rd_ptr[ADDR_WIDTH:ADDR_WIDTH-1],syn_rd_ptr[ADDR_WIDTH-2:0]} == wr_ptr);
	always @(posedge wr_clk or negedge wr_rstn) begin
		if (wr_rstn == 1'b0) wr_full <= 0;
		else 				 wr_full <= wr_full_reg;
	end
endmodule
File: /design/flow/config.mk
export PLATFORM = sky130hd
export DESIGN_NAME = wr_full
export DESIGN_NICKNAME = wr_full
export VERILOG_FILES = /design/flow/design.v
export SDC_FILE = /design/flow/constraint.sdc
export NUM_CORES = 4
export LEC_CHECK = 1
export CORE_AREA = 10 10 86 86
export DIE_AREA = 0 0 96 96
File: /design/flow/run.sh
#!/bin/bash
# OpenROAD 26Q1-2900-gdf79404cd8, Yosys 0.63+post, stock flow scripts
make -C /OpenROAD-flow-scripts/flow DESIGN_CONFIG=/design/flow/config.mk WORK_HOME=/design/flow/orfs finish
==> results.cfg <==
; yosys + openroad results
[floorplan]
fp.dieW_microns = 96
io_pins = 30
fp.dieArea_sq_um = 9220
die_y_microns = 96
fp_util_pct = 15.3
num_rows = 27
core-area_sq_um = 5540

[detailed_routing]
dr.pass1.iters = 4
drt_wl_total_mm = 2.21
routedWlPerCell_microns = 11.8
drc = 0
antennaDiodeCount = 0
antenna_left = 0
vias = 678
drt_iter0_markers = 18
routed_via_density = 3.63

[timing]
setup_viol = 0
fmax_ghz = 0.503
fin_hold_ws_ns = 0.509
final.min_clock_period_ns = 1.99
rsz0062_at_grt = false
worst_clock_skew_ns = 0.00252
worst_slew_pin_slew_ns = 0.329
drv_slew = 0
hold_viol = 0
finalClockPeriodUsage_pct = 94.6
worst_slew_margin_rel_pct = 78.0

[critical_path]
path_max_fanout = 4
endpoint_kind = flop
reg2reg_to = wr_tpr_gray[7]$_DFF_PN0_
ff2ff_setup_slack_ns = 0.36
cp.required_ns = 2.23
regToRegStartpoint = wr_full$_DFF_PN0_
rr_worst_depth = 8
start_kind = input port
critical_path_class = input port to flop
worstPathArrival_ns = 2.11

[clocking]
clk_pin_slew_ns = 0.06
hold_buffers = 0
cts_tree = yes
clk_latency_ns = 0.24
cts-htree-levels = 1
cts_max_path_buffers = 2
root_buffer = clkbuf_8
clkSinkCount = 18
numCtsBuffers = 3

[synthesis]
numSynthFlops = 18
flop_cell = dfrtp_1
avgSynthCellArea_sq_um = 11.6
synth_top_cell_by_count = dfrtp_1
ys_chip_area_sq_um = 850
top_area_cell = dfrtp_1
synth_top_area_share_pct = 53.0
netlist_area_sq_um = 850
yosysCellCount = 73
yosysUniqueCellTypes = 17
synthTopCellsByArea = dfrtp_1 53%, xor2_1 14%, xnor2_1 10%
yosys_warnings = 1
async_reset_ff_share_pct = 100
common_cells = 18 x dfrtp_1, 14 x xor2_1, 10 x xnor2_1, 5 x nand3_1, 4 x nand2_1
ys_seq_share_pct = 53.0
synth-edff-count = 0
synth_cells = 73

[layout]
syn2layout_area_growth_pct = 59.4
largest_reg_flops = 9
fillerInstances = 585
drive_gt1_share_pct = 13.9

[place]
gp_congestion = 0.803
dp.final_hpwl_mm = 1.78
io_buffer_count = 29

[min_path]
hold_path_class = input port to async pin

[pwr]
power_mw = 1.64
leakage_nw = 0.584
peakVddDrop_mv = 0.367
powerDensity_nw_per_um2 = 1210

[run]
drv_cap = 0
warnings = 26

[outcome]
status = complete, no violations

[global_route]
antenna_found_initial = 0
first_global_vias = 712
grt_overflow = 0
grt_max_degree = 19
grt_first_pass_wirelength_mm = 3.52
grt_use_total_pct = 4.84
-- critical path, stage by stage --
cell and delay, ns:
clkdlybuf4s50_1 0.44, nor2b_1 0.18, ha_1 0.17, ha_1 0.20, nand4_1 0.11, buf_4 0.16, o21ai_0 0.17, a21oi_1 0.11
xor2_1 0.15
-- report_power, final --
group	leakage, nW	switching (mW)	internal (mW)
logic	0.342	0.269	0.489
registers	0.220	0.165	0.497
clock network	0.0216	0.0988	0.127
-- kinds of logic (layout without fill, tap and decap cells) --
| family | count (synthesis) | after routing | share of synthesized area (%) |
|---|---|---|---|
| compound gates | 5 | 5 | 3.24 |
| xor+xnor | 24 | 24 | 24.7 |
| fa+ha+maj | 3 | 3 | 4.42 |
| buf+inv | 3 | 45 | 1.33 |
| flops | 18 | 18 | 53.0 |
| simple gates | 20 | 20 | 13.3 |
-- stage by stage --
step	setup slack, ns	TNS (ns)	util (%)	cell area, sq um	cells
CTS	0.0874	0	24.3	1350	187
global route	0.0158	0	24.4	1350	187
floorplan	0.344	0	-	850	73
detailed placement	-0.141	-0.692	23.6	1310	184
global placement	-0.100	-0.470	23.6	1310	184
finish	0.113	0	24.4	1350	187
-- metal layers --
layer / up-vias / GRT usage [%] / routed length (microns) / share of wire (%)
li1: 326 / - / - / -
met1: 325 / 5.89 / 953 / 43
met2: 25 / 7.57 / 957 / 43
met3: 2 / 2.52 / 278 / 13
met4: 0 / 0.860 / 25 / 1.1
met5: - / 0 / 0 / 0
-- how the worst max path moves through the flow --
| stage | start | endpoint | cells past startpoint |
|---|---|---|---|
| finish | wr_en | wr_tpr_gray[7]$_DFF_PN0_ | 9 |
| CTS | wr_en | wr_tpr_gray[7]$_DFF_PN0_ | 9 |
| global route | wr_en | wr_tpr_gray[7]$_DFF_PN0_ | 9 |
-- layout make-up --
cell class,instances,area (sq um),share of cell area [%]
inverter,3,11.3,0.832
sequential,18,450,33.3
multi-input combinational,52,395,29.2
tap,72,90.1,6.65
clock buffer,3,41.3,3.05
timing repair buffer,39,365,27.0
-- cell usage in the layout, fill, tap and decap left out --
cell type / synthesis / layout
dfrtp_1: 18 / 18
nor2_1: 2 / 2
clkbuf_8: 0 / 3
buf_4: 0 / 10
inv_1: 3 / 3
nor2b_1: 1 / 1
nand3_1: 5 / 5
nor4_1: 2 / 2
a21oi_1: 2 / 2
xnor2_1: 10 / 10
nand3_2: 1 / 1
o21ai_0: 2 / 2
clkdlybuf4s50_1: 0 / 29
nand4_1: 3 / 3
ha_1: 3 / 3
o31ai_1: 1 / 1
nand2_1: 4 / 4
or3_1: 1 / 1
xor2_1: 14 / 13
or3_4: 1 / 1
xor2_2: 0 / 1
-- timing repair --
action,CTS,global route
buffers inserted,0,0
resized,0,1
endpoints found under the setup margin,0,1
Power is estimated from default activity; no workload was simulated.
