==> flow/design.v <==
module rd_empty#(
	parameter ADDR_WIDTH = 8)(
	input 						rd_clk,
	input 						rd_rstn,
	input 						rd_en,
	input 	[ADDR_WIDTH:0]		syn_wr_ptr,
	output 	[ADDR_WIDTH:0]		rd_ptr,
	output  [ADDR_WIDTH-1:0]	rd_addr,
	output 		reg				rd_empty
	);
	reg		[ADDR_WIDTH:0]		rd_tpr_gray;
	wire 	[ADDR_WIDTH:0]		rd_tpr_gray_next;
	reg 	[ADDR_WIDTH:0]		rd_ptr_bin;
	wire 	[ADDR_WIDTH:0]		rd_ptr_bin_next;
	always @(posedge rd_clk or negedge rd_rstn) begin
		if (rd_rstn == 1'b0) 	{rd_ptr_bin,rd_tpr_gray} <= 0;
		else 					{rd_ptr_bin,rd_tpr_gray} <= {rd_ptr_bin_next,rd_tpr_gray_next};
	end
	assign rd_ptr = rd_tpr_gray;
	assign rd_addr = rd_ptr_bin[ADDR_WIDTH-1:0];
	assign rd_ptr_bin_next = rd_ptr_bin + (rd_en & ~ rd_empty);
	assign rd_tpr_gray_next = (rd_ptr_bin_next >> 1) ^ rd_ptr_bin_next;
	wire 						rd_empty_reg;
	assign rd_empty_reg = (syn_wr_ptr == rd_ptr);
	always @(posedge rd_clk or negedge rd_rstn) begin
		if (rd_rstn == 1'b0) rd_empty <= 0;
		else 				 rd_empty <= rd_empty_reg;
	end
endmodule
==> flow/run.sh <==
#!/bin/bash
# OpenROAD 26Q1-2900-gdf79404cd8, Yosys 0.63+post, stock flow scripts
make -C /OpenROAD-flow-scripts/flow DESIGN_CONFIG=/design/flow/config.mk WORK_HOME=/design/flow/orfs finish
==> flow/config.mk <==
export PLATFORM = sky130hd
export DESIGN_NAME = rd_empty
export DESIGN_NICKNAME = rd_empty
export VERILOG_FILES = /design/flow/design.v
export SDC_FILE = /design/flow/constraint.sdc
export NUM_CORES = 4
export LEC_CHECK = 1
export CORE_AREA = 10 10 78 78
export DIE_AREA = 0 0 88 88
==> flow/constraint.sdc <==
current_design rd_empty

set clk_period 1.7
set clk_io_pct 0.2

create_clock -name clk0 -period $clk_period [get_ports {rd_clk}]

set non_clock_inputs [all_inputs -no_clocks]
set_input_delay [expr $clk_period * $clk_io_pct] -clock clk0 $non_clock_inputs
set_output_delay [expr $clk_period * $clk_io_pct] -clock clk0 [all_outputs]
==> metrics.yaml <==
status: "completed"
synth_flops: 18
power.internal_mw: 1.52
finalSetupViolations: 0
grt_usage_pct: 5.56
hold_ws_ns: 0.406
placed_cells: 165
leakagePower_nw: 0.605
fin_skew_ns: 0.00240
grt_max_degree: 19
synthToLayoutAreaGrowth_pct: 70.4
antenna_left: 0
h-tree-depth: 1
largest_area_cell: "dfrtp_1"
worst_pin_slew_ns: 0.385
ys_seq_share_pct: 53.0
cp-startpoint: "rd_empty$_DFF_PN0_"
cp-start-kind: "register"
routed_via_density: 4.09
power_frac_seq_pct: 35.9
cts_sinks: 18
place_congestion: 0.823
synth_chip_area_sq_um: 850
p_per_area_mw_per_mm2: 1560
path_clk_slew_ns: 0.07
largest_reg_flops: 9
syn-cell-area_sq_um: 850
first_pass_iters: 4
warnings: 27
hold_viol: 0
ys_warn_count: 1
yosysUniqueCellTypes: 17
grt_pass1_wl_um: 3480
syn_inst: 73
worst_ep_arrival_time_ns: 1.83
period_minus_slack_ns: 1.66
cp.required_ns: 1.88
setup_ws_ns: 0.0405
finalClockPeriodUsage_pct: 97.6
cts_tree: "done"
num_vias: 696
drtIter0Drc: 19
clk_path_buf_depth: 2
drc: 0
drt-total-wl_um: 2190
core_sq_mm: 0.00441
peakVddDrop_mv: 0.513
lay_top_count: "clkdlybuf4s50_1"
dieHeight_um: 88
grt_pass1_vias: 719
grt_overflow: 0
antenna_found_initial: 0
p_sw_mw: 0.731
fmax_ghz: 0.603
maxSlewViolCount: 0
p_sw_share_pct: 32.4
relSlewSlack_pct: 74.2
cts_hold_buf: 0
insertion_delay_ns: 0.25
ys_cells: 73
rsz0062_at_grt: "yes"
combPwrFrac_pct: 49.0
top_cell_area_share_pct: 53.0
drive_above_1_share_pct: 25.4
synthArstFlopShare_pct: 100
layout.cells.non_filler: 170
critPathKind: "reg2reg"
ios: 30
dp_hpwl_um: 1580
die_x_um: 88
power_frac_clock_pct: 15.1
drv_cap: 0
dpl_worst_slack_ns: -0.529
ys.flop_type: "dfrtp_1"
cts_buffers: 3
io_buffers: 29
topCellsByArea: "dfrtp_1 (53%), xnor2_1 (12%), xor2_1 (12%)"
wl_per_cell_um: 12.9
antennaDiodeCount: 0
cts_root_buf: "clkbuf_8"
hold_class: "in2async"
rows: 24
initial_core_util_pct: 19.2
avgSynthCellArea_sq_um: 11.6
crit_path_end_kind: "register"
lay_top_cells: "clkdlybuf4s50_1 (28), dfrtp_1 (18), xnor2_1 (12), buf_4 (12), xor2_1 (10)"
r2r-start: "rd_empty$_DFF_PN0_"
fp.dieArea_sq_mm: 0.00774
worst-path-max-fanout: 3
edf_count: 0
[final cells by class]
| type | count | area [sq um] |
|---|---|---|
| fillers | 424 | 2970 |
| multi-input cells | 52 | 487 |
| flip-flops and latches | 18 | 450 |
| repair buffers | 41 | 379 |
| well taps | 52 | 65.1 |
| clock buffers | 4 | 55.1 |
| inverters | 3 | 11.3 |
[layer usage]
metal | track usage, % | up-vias | wire (um)
met5 | 0 | - | 0
met4 | 0.290 | 0 | 8
met3 | 4.12 | 2 | 393
met2 | 7.21 | 32 | 802
met1 | 7.62 | 329 | 989
li1 | - | 333 | -
[worst max-delay path: stages, from the launching register on]
cell,delay [ns]
dfrtp_1,0.40
nor2b_4,0.17
buf_4,0.14
ha_4,0.12
nand2_2,0.07
or3_4,0.41
a21oi_4,0.13
xor2_1,0.14
[repair_timing]
item	in CTS	in global routing
pin swaps	4	4
setup buffers	1	0
endpoints found under the hold margin	0	0
resized	12	8
setup endpoints to repair	13	7
[through the flow]
step / cell area (sq um) / total power, mW / TNS, ns / utilization, %
after floorplan: 850 / 1.18 / 0 / -
after global routing: 1450 / 2.47 / -0.133 / 32.8
after global placement: 1290 / 1.79 / -5.13 / 29.2
after detailed placement: 1290 / 1.78 / -5.29 / 29.2
after CTS: 1390 / 2.22 / 0 / 31.6
final: 1450 / 2.25 / 0 / 32.8
[cell families (layout without fill, tap and decap cells)]
kind of cell	Yosys count	after routing	share of synthesized area, %
AND-OR/OR-AND	5	5	3.24
XOR/XNOR	24	24	24.7
adder cells (fa/ha/maj)	3	3	4.42
buffers and inverters	3	48	1.33
flip-flops	18	18	53.0
AND/OR/NAND/NOR	20	20	13.3
[final timing paths]
check | to | slack, ns | cells past startpoint
max | rd_tpr_gray[7]$_DFF_PN0_ | 0.04 | 7
min | rd_ptr_bin[5]$_DFF_PN0_ | 0.41 | 2
max reg2reg | rd_tpr_gray[7]$_DFF_PN0_ | 0.04 | 7
min reg2reg | rd_tpr_gray[7]$_DFF_PN0_ | 0.57 | 1
max in group asynchronous | rd_tpr_gray[5]$_DFF_PN0_ | 1.10 | 2
min in group clk0 | rd_tpr_gray[7]$_DFF_PN0_ | 0.57 | 1
[synthesized netlist by cell type, types with 2 or more instances]
cell / n
inv_1: 3
nor2_1: 2
nand2_1: 4
xor2_1: 12
nor4_1: 2
xnor2_1: 12
ha_1: 3
nand3_1: 5
nand4_1: 3
dfrtp_1: 18
a21oi_1: 2
o21ai_0: 2
[power groups by stage]
stage	sequential (mW)	clock, mW	combinational (mW)
4_1_cts	0.798	0.350	1.07
5_1_grt	0.837	0.383	1.25
6_report	0.809	0.340	1.10
Power is estimated from default activity; no workload was simulated.
